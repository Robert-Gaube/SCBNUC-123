==> design/flow/constraint.sdc <==
current_design count11

set clk_period 2.2
set clk_io_pct 0.2

create_clock -name clk0 -period $clk_period [get_ports {clk}]

set non_clock_inputs [all_inputs -no_clocks]
set_input_delay [expr $clk_period * $clk_io_pct] -clock clk0 $non_clock_inputs
set_output_delay [expr $clk_period * $clk_io_pct] -clock clk0 [all_outputs]
==> design/flow/config.mk <==
export PLATFORM = sky130hd
export DESIGN_NAME = count11
export DESIGN_NICKNAME = count11
export VERILOG_FILES = /design/flow/design.v
export SDC_FILE = /design/flow/constraint.sdc
export NUM_CORES = 4
export LEC_CHECK = 1
export CORE_AREA = 10 10 100 100
export DIE_AREA = 0 0 110 110
==> design/flow/run.sh <==
#!/bin/bash
# OpenROAD 26Q1-2900-gdf79404cd8, Yosys 0.63+post, stock flow scripts
make -C /OpenROAD-flow-scripts/flow DESIGN_CONFIG=/design/flow/config.mk WORK_HOME=/design/flow/orfs finish
==> design/flow/design.v <==
module count11 #(
  parameter w=32,
  parameter iv=0
)(
  input clk, rst_b, c_up,
  output reg [w-1:0] q
);
  always@(posedge clk, negedge rst_b)
  begin
    if(!rst_b) q<=iv;
    else if(c_up) q<=q+11;
  end
endmodule
module count11_tb;
  reg clk, rst_b, c_up;
  wire [7:0] q;
  count11 #( .w(8), .iv('hfb)) inst0(
    .clk(clk), .rst_b(rst_b), .c_up(c_up), .q(q)
  );
  localparam CLK_PERIOD=500;
  localparam CLK_CYCLES=6;
  initial begin
    clk=0;
    repeat (2*CLK_CYCLES)
    #(CLK_PERIOD/2) clk = 1-clk;
  end
  localparam RST_PULSE=10;
  initial begin
    rst_b=0;
    #(RST_PULSE) rst_b=1;
    end
    initial begin
      c_up=1;
      #(1*CLK_PERIOD) c_up=0;
      #(1*CLK_PERIOD) c_up=1;
      end
endmodule
==> results_slide.txt <==
Synthesis and Place & Route Summary

Status
  • Outcome: finished, final reports clean

Yosys
  • Share of the yosys chip area belonging to registers: 53.02%
  • Area reported by Yosys stat: 0.001510 mm2
  • Number of unique standard cell types used by synthesis: 29
  • Share of flip-flops with an asynchronous set or reset: 100.0%
  • Mapped Avg Cell Area: 11.27 um2
  • Mapped Cells: 134
  • Predominant post-synthesis flop cell: dfrtp_1
  • Number of enable flip-flop cells: 0
  • Top post-synthesis cells by area: dfrtp_1 (53%), xnor2_1 (15%), nand4_1 (5.0%)
  • Commonest cells in the synthesized netlist: dfrtp_1 (32), xnor2_1 (26), nand2_1 (14), nand4_1 (12)
  • Yosys Warn Count: 1
  • Flops after synth: 32
  • Top cell type by total area after synthesis: dfrtp_1
  • Yosys cell count: 134
  • Most popular library cell in the synthesized design by count: dfrtp_1
  • Cell area after technology mapping: 0.001510 mm2
  • Area leader share: 53.02%

Floorplanning
  • Die span in x: 110 um
  • Standard-cell row count: 32
  • Die outline area: 0.01210 mm2
  • Core area: 0.007807 mm2
  • Die Ht: 110 um
  • Io pins: 35
  • Fp util: 19.34%

Setup path
  • Largest driver fanout on the critical path: 8
  • Worst path arrival time: 1.90 ns
  • Register-to-Register Path Depth: 6
  • Cell count along the critical path: 5
  • Crit path cell chain: clkdlybuf4s50_1, and4_4, and4bb_1, nand4_1, xnor2_1
  • Largest stage delay on the critical path: 0.48 ns
  • Worst-path cell with the longest stage delay: clkdlybuf4s50_1
  • Crit path launch type: input port
  • Worst path top cell family by delay: simple AND/OR/NAND/NOR gates
  • Required time worst endpoint: 2.37 ns
  • Combined buffer and inverter count along the critical path: 1
  • Category of the most critical setup path: in2reg
  • Kind of capture point of the worst setup path: flop

Placement
  • Detailed Place HPWL: 2700 um
  • Post-Place Cell Area: 0.001966 mm2
  • Placer Congestion: 0.7815
  • Port Buffers: 34

Min path
  • Cell depth of the worst hold path: 1
  • Class of the most critical hold timing path: reg2reg

Clocking
  • Clock latency reported for the late side of the worst-skew pair: 0.28 ns
  • Clock tree root buffer cell: clkbuf_8
  • Hold bufs inserted after CTS: 0
  • Inserted Clock Buffers: 5
  • Cell resize tally after clock tree synthesis: 0
  • TritonCTS clock tree: yes
  • Post CTS Setup Buffer Count: 0
  • Deepest clock path buffer count: 2
  • Count of clock tree sinks: 32
  • CTS clock-pin slew for the worst setup and hold paths: 0.06 ns
  • Htree depth: 2

Detailed routing
  • Number of diodes: 0
  • DRC violation total after the first TritonRoute iteration: 50
  • Count of antenna-violating nets left after detailed routing: 0
  • Final routed wirelength across all metal layers: 3595 um
  • Via density per instance: 3.967
  • Post-DR wirelength/cell: 13.03 um
  • Total iterations of the first detailed-routing run: 4
  • DRC errors left: 0
  • Via Count: 1095

Final layout
  • Fraction of layout instances using a drive strength above 1: 8.046%
  • Final core utilization: 26.33%
  • Final standard cell area without fillers: 0.002056 mm2
  • Largest registers ranked by flip-flop count: q: 32 flops
  • Number of flip-flops in the largest register: 32
  • Top reg by flops: q
  • Synthesis-to-layout area growth: 36.12%

STA
  • Number of max-slew violations in the final report: 0
  • Clock Skew: 0.003659 ns
  • Worst slew margin relative to its limit: 72.53%
  • Worst slew pin tran: 0.4120 ns
  • Setup repair after global routing missed its margin: false
  • Count of final setup violators: 0
  • Worst hold slack: 0.4725 ns
  • Count of endpoints failing hold in the final timing report: 0
  • Period minus WS final: 1.737 ns
  • Highest clock frequency the design can meet: 575.6 MHz
  • Setup TNS: 0 ns
  • Fin crit share: 78.96%

Global route
  • Grt total ovfl: 0
  • Number of global-route vias before repair: 1075
  • Initial antenna violation count: 0
  • Largest net degree at the start of global routing: 33
  • First-pass GRT wire length: 5802 um
  • Total routing resource utilization after global routing: 6.026%

Pwr
  • Leakage Power: 0.8526 nW
  • Peak VDD IR: 0.2364 mV
  • Overall power of the completed layout: 0.001694 W
  • Power density over cell area: 823.9 mW/mm2

Job
  • Number of maximum-capacitance violations: 0
  • OpenROAD warnings: 25
[worst paths after layout]
kind | startpoint | end | slack, ns
min in group asynchronous | rst_b | q[31]$_DFFE_PN0P_ | 0.55
max in group asynchronous | rst_b | q[14]$_DFFE_PN0P_ | 1.34
setup / recovery | c_up | q[31]$_DFFE_PN0P_ | 0.46
setup reg to reg | q[0]$_DFFE_PN0P_ | q[14]$_DFFE_PN0P_ | 0.54
hold reg to reg | q[31]$_DFFE_PN0P_ | q[31]$_DFFE_PN0P_ | 0.47
hold / removal | q[31]$_DFFE_PN0P_ | q[31]$_DFFE_PN0P_ | 0.47
[metal layers]
layer  GRT usage, %  vias up  share of wire, %
li1               -      540                 -
met1          7.951      524                46
met2          9.229       26                45
met3          2.703        5               8.0
met4         0.7435        0               1.1
met5              0        -                 0
[power breakdown]
part	leakage, nW	internal, W	switching [W]
Clock	0.0455	0.000255	0.000201
Combinational	0.380	0.000273	0.000159
Sequential	0.427	0.000683	0.000123
Total	0.853	0.00121	0.000483
[final cells by class]
cell class                 instances  area (um2)
clock buffer                       8       90.09
timing repair buffer              36       355.3
multi-input combinational         95       670.6
fill                             818        5752
inverter                           3       11.26
sequential                        32       800.8
tap                              102       127.6
[placed cells by master, fill, tap and decap left out, drive strengths merged]
master / netlist / final
and4bb: 1 / 1
ha: 1 / 1
o21ai: 1 / 1
and3: 2 / 2
xor2: 5 / 5
nand3: 7 / 7
nand4: 14 / 14
nand2b: 1 / 1
and4: 2 / 2
dfrtp: 32 / 32
inv: 3 / 3
or2: 1 / 1
o211a: 1 / 1
o211ai: 1 / 1
o21a: 1 / 1
clkbuf: 0 / 8
nand4b: 2 / 2
nor2b: 2 / 2
buf: 4 / 2
nor3: 1 / 1
xnor2: 26 / 26
clkdlybuf4s50: 0 / 34
nor4: 2 / 2
nor2: 7 / 7
and2: 2 / 2
a21oi: 1 / 1
nand2: 14 / 14
[kinds of logic (layout without fill, tap and decap cells)]
logic type	count (synthesis)	in the layout	synth area share, %
AND-OR/OR-AND	5	5	2.651
XOR/XNOR	31	31	17.98
adder cells (fa/ha/maj)	1	1	0.8284
buffers and inverters	7	47	2.568
flip-flops	32	32	53.02
AND/OR/NAND/NOR	58	58	22.95
[stage by stage]
| stage | cells | worst slack (ns) |
|---|---|---|
| finish | 276 | 0.4628 |
| global route | 276 | 0.3871 |
| CTS | 276 | 0.4621 |
| detailed placement | 268 | 0.1760 |
| global placement | 268 | 0.1861 |
| floorplan | 134 | 0.7068 |
Power figures rest on the tool's default switching activity, not on a simulated workload.
